<file path="./design.v">
module carry_save_adder
   #(
     parameter int BIT_LEN = 19
    )
   (
    input  logic [BIT_LEN-1:0] A,
    input  logic [BIT_LEN-1:0] B,
    input  logic [BIT_LEN-1:0] Cin,
    output logic [BIT_LEN-1:0] Cout,
    output logic [BIT_LEN-1:0] S
   );
   genvar i;
   generate
      for (i=0; i<BIT_LEN; i++) begin : csa_fas
         full_adder full_adder(
                               .A(A[i]),
                               .B(B[i]),
                               .Cin(Cin[i]),
                               .Cout(Cout[i]),
                               .S(S[i])
                              );
      end
   endgenerate
endmodule
module full_adder
   (
    input  logic A,
    input  logic B,
    input  logic Cin,
    output logic Cout,
    output logic S
   );
   always_comb begin
      S    =  A ^ B ^ Cin;
      Cout = (A & B) | (Cin & (A ^ B));
   end
endmodule
</file>
<file path="./run.sh">
#!/bin/bash
# OpenROAD 26Q1-2900-gdf79404cd8, Yosys 0.63+post, stock flow scripts
make -C /OpenROAD-flow-scripts/flow DESIGN_CONFIG=/design/flow/config.mk WORK_HOME=/design/flow/orfs finish
</file>
<file path="./config.mk">
export PLATFORM = sky130hd
export DESIGN_NAME = carry_save_adder
export DESIGN_NICKNAME = carry_save_adder
export VERILOG_FILES = /design/flow/design.v
export SDC_FILE = /design/flow/constraint.sdc
export NUM_CORES = 4
export LEC_CHECK = 1
export CORE_AREA = 10 10 80 80
export DIE_AREA = 0 0 90 90
</file>
<file path="./constraint.sdc">
current_design carry_save_adder

set clk_period 1.0
set clk_io_pct 0.2

create_clock -name clk0 -period $clk_period

set non_clock_inputs [all_inputs -no_clocks]
set_input_delay [expr $clk_period * $clk_io_pct] -clock clk0 $non_clock_inputs
set_output_delay [expr $clk_period * $clk_io_pct] -clock clk0 [all_outputs]
</file>
==> ci_impl_report.md <==
## Implementation flow summary

| Metric | Value |
|---|---|
| Slowest CP cell | `fa_2` |
| Post-DRT Antenna Nets | `0` |
| Post-synthesis cell count | `57` |
| Hold/Removal Path Class | `in2out` |
| Register area | `0 um2` |
| Setup Fix Bufs, Post-CTS | `0` |
| WP buf/inv | `2` |
| Relative slew slack | `94.84%` |
| Leakage | `between 0.5 and 0.6 nW` |
| Global-route usage over all layers | `5.671%` |
| Io pins | `roughly 95` |
| Log Warnings | `35` |
| Ant. Diodes | `0` |
| Core Rows | `25` |
| Logic pwr share | `around 100%` |
| Failing checks | `setup timing` |
| Initial DRC count | `0` |
| Total core area | `around 0.0047 mm2` |
| Vias in the first global route | `just under 700` |
| Clock power share | `0%` |
| Cell internal pwr | `about 0.00032 W` |
| Antenna violations before repair | `0` |
| Die Span Y | `approximately 90 um` |
| Distinct lib cells | `2` |
| MI comb area | `between 400 and 500 um2` |
| DR pass1 iterations | `1` |
| Area reported by Yosys stat | `665.6 um2` |
| Hold buffer count at cts | `0` |
| Drt wl/cell | `around 13 um` |
| Slew @ Worst Pin | `slightly below 0.08 ns` |
| Layout cells sized above 1 | `approximately 100%` |
| Yosys warning tally | `1` |
| Crit path DRT | `roughly 0.8 ns` |
| Finished Cell Area | `roughly 0.0012 mm2` |
| Seq/Total Area, Yosys | `0%` |
| Post-synthesis cell area | `between 600 and 700 um2` |
| Critical Path Fanout Max | `1` |
| Number of remaining DRC errors | `0` |
| Fill cell count | `522` |
| Fin worst setup slack | `-0.1521 ns` |
| Syn Area/Cell | `between 10 and 15 um2` |
| Routability cong. | `0.7116` |
| FF+latch count | `0` |
| Worst path cell trace | `buf_6 > fa_2 > buf_2` |
| Kind of critical path | `in2out` |
| Yosys cell count | `between 50 and 60` |
| Cell family with most CP delay | `adder cells` |
| Die Wd | `roughly 90 um` |
| Post-route minimum period | `roughly 1.2 ns` |
| Area Growth Syn to Fin | `77.44%` |
| FMAX | `868.0 MHz` |
| Switching share of power | `a little under a third` |
| Setup violators final | `19` |
| Critical Path AT | `around 0.95 ns` |
| Crit. End Element | `primary output` |
| Vias | `between 500 and 600` |
| Power Density | `390.3 mW/mm2` |
| Die area | `around 0.0081 mm2` |
| Psw | `0.0001453 W` |
| Port Buffers | `between 90 and 100` |
| Post-DP HPWL | `around 2.3 mm` |
| CP peak stage delay | `0.55 ns` |
| Final hold viol count | `0` |
| Worst IR Drop VDD | `between 0.09 and 0.1 mV` |
| Post-route clock period utilization | `115.2%` |
| Sequential Power Share | `0%` |
| Clock buf count | `0` |
| RSZ-0062 raised after global routing | `yes` |
| Max_cap viols | `0` |
| First-pass GRT wire length | `around 3.8 mm` |
| Pins Over Slew Limit | `0` |
| Global route total overflow | `0` |
| Placement Cell Area | `~0.0014 mm2` |
| Largest net degree at the start of global routing | `2` |
| Via density | `about 3.2` |
| Startpoint types | `primary input` |
| Power Total | `0.0004610 W` |
| Pre-Place Util | `14.09%` |
| Final Routed Wirelength | `~2.4 mm` |
| Outcome | `finished, violations left` |
[layout by cell type (no fill, tap or decap)]
cell   instances
fa_2          19
buf_2         64
buf_6         31
[final timing paths]
check | start | end | slack (ns) | cells past startpoint
min | Cin[8] | Cout[8] | 0.71 | 3
max | A[8] | S[8] | -0.15 | 3
[final cells by class]
cell class	instances	area share, %
Timing Repair Buffer	95	56.67
Multi-Input combinational cell	19	36.23
Tap cell	67	7.097
[power groups by stage]
stage / clock network, W / registers (W) / logic [W]
global route: 0 / 0 / 0.000551
finish: 0 / 0 / 0.000461
CTS: 0 / 0 / 0.000464
[repair_timing]
item	in CTS	in global routing
pin swaps	19	12
setup endpoints to repair	38	21
gates cloned	0	0
gates resized	383	11
[cells by family after synthesis]
| group | share of synthesized area [%] |
|---|---|
| fa+ha+maj | 57.14 |
| buf+inv | 42.86 |
[metal layers]
metal  vias up  global-route usage (%)  wire length [um]
li1        247                       -                 -
met1       265                   6.656               875
met2        60                   8.959              1119
met3         0                   3.856               435
met4         0                       0                 0
met5         -                       0                 0
[cell usage after synthesis, drive strengths merged]
master / instances / area (um2)
fa: 19 / 380.4
buf: 38 / 285.3
[stage by stage]
stage | hold slack [ns] | util, % | instances | TNS, ns | setup slack (ns)
after floorplan | 0.6139 | - | 57 | -0.009397 | -0.0004946
after global placement | 1.486 | 29.96 | 181 | -29.01 | -0.8930
final | 0.7110 | 25.01 | 181 | -2.423 | -0.1521
after global routing | 0.7306 | 25.01 | 181 | -2.843 | -0.1712
after CTS | 0.7249 | 23.55 | 181 | -2.566 | -0.1657
after detailed placement | 1.485 | 29.96 | 181 | -29.14 | -0.9005
Power and IR drop assume default switching activity.
