File: flow/design.v
module multiplier
   #(
     parameter int A_BIT_LEN       = 17,
     parameter int B_BIT_LEN       = 17,
     parameter int MUL_OUT_BIT_LEN = A_BIT_LEN + B_BIT_LEN
    )
   (
    input  logic                       clk,
    input  logic [A_BIT_LEN-1:0]       A,
    input  logic [B_BIT_LEN-1:0]       B,
    output logic [MUL_OUT_BIT_LEN-1:0] P
   );
   logic [MUL_OUT_BIT_LEN-1:0] P_result;
   always_comb begin
      P_result[MUL_OUT_BIT_LEN-1:0] = A[A_BIT_LEN-1:0] * B[B_BIT_LEN-1:0];
   end
   always_ff @(posedge clk) begin
      P[MUL_OUT_BIT_LEN-1:0]  <= P_result[MUL_OUT_BIT_LEN-1:0];
   end
endmodule
File: flow/constraint.sdc
current_design multiplier

set clk_period 14.0
set clk_io_pct 0.2

create_clock -name clk0 -period $clk_period [get_ports {clk}]

set non_clock_inputs [all_inputs -no_clocks]
set_input_delay [expr $clk_period * $clk_io_pct] -clock clk0 $non_clock_inputs
set_output_delay [expr $clk_period * $clk_io_pct] -clock clk0 [all_outputs]
File: flow/config.mk
export PLATFORM = sky130hd
export DESIGN_NAME = multiplier
export DESIGN_NICKNAME = multiplier
export VERILOG_FILES = /design/flow/design.v
export SDC_FILE = /design/flow/constraint.sdc
export NUM_CORES = 4
export LEC_CHECK = 1
export CORE_UTILIZATION = 40
File: flow/run.sh
#!/bin/bash
# OpenROAD 26Q1-2900-gdf79404cd8, Yosys 0.63+post, stock flow scripts
make -C /OpenROAD-flow-scripts/flow DESIGN_CONFIG=/design/flow/config.mk WORK_HOME=/design/flow/orfs finish
==> Changelog: implementation <==
### Implementation results

- Outcome: complete, no violations
- Ports: 69
- Yosys cell types: 41
- Hold Path Class: input pin to flop
- Core area: 25300 um^2
- Total grt overflow: 0
- Worst-path cell chain: clkdlybuf4s50_1 > and2_1 > fa_1 > inv_1 > fa_1 > fa_1 > inv_1 > fa_1 > fa_1 > inv_1 > fa_1 > inv_1 > ha_1 > a21oi_1 > o21ai_0 > nand3_1 > o311ai_2 > a41o_1 > nor3b_1 > or4_1
- Placed Area: 11300 um^2
- Port Buffers: 68
- Final setup violation count: 0
- Max reg flops: 34
- Crit path max fanout: 17
- Synth Area per Inst: 8.74 um^2
- Max-slew violations: 0
- CTS resizes: 0
- Avg Vias per Cell: 4.84
- Most numerous cell in the Yosys netlist: inv_1
- Root buf cell: clkbuf_16
- GR Util met3: 0.0377
- Largest net degree at the start of global routing: 18
- Yosys chip area: 10300 um^2
- Final hold violation count: 0
- Fmax: 110 MHz
- Critical path's largest stage delay: 0.84 ns
- Die Area: 26400 um^2
- CTS buffer count: 5
- Async S/R FF share, synth: 0
- Placement Rows: 58
- Post-synth EDFFs: 0
- RSZ-0062 raised after global routing: no
- Hold bufs inserted after CTS: 0
- CTS tree: built
- Initial antenna violation count: 0
- DRT antenna net count: 0
- Syn Inst Count: 1181
- First-pass GRT wire length: 37.7 mm
- Yosys reg bits: 34
- Crit path launch type: input pin
- Tcrit/Tclk final: 0.651
- Area Growth Syn to Fin: 10.7%
- Cell count listed in synth_stat.txt: 1181
- M1 GR Usage: 0.266
- GP Congestion: 0.885
- Worst slew pin tran: 0.811 ns
- Tool warnings: 25
- GRT busiest layer: met2
- Share of the synthesized area in the top cell type: 0.435
- Max clock buf depth: 2
- Via count: 7481
- Max Cap Violations: 0
- Drt pass-1 iters: 4
- Vertical die size: 163 um
- N_diodes: 0
- Fin util: 0.452
- Setup crit start: A[10]
- Min-delay src: A[0]
- CP most frequent cell: fa_1
- DP Wirelength: 18.9 mm
- Share of cells above drive strength 1: 0.0131
- Kind of critical path: input pin to flop
- Top cells by count: inv_1, fa_1, nand2_1, and2_1, ha_1
- Fin area: 11400 um^2
- Final TNS setup: 0 ns
- WL final: 22.9 mm
- Slew headroom: 0.458
- Cell count of the worst hold path: 2
- Post-Synthesis Cell Area: 10300 um^2
- Post-route DRC violation count: 0
- Iter 0 DRT Violations: 302
- Largest regs: P (34)
- Worst Path Arrival: 9.28 ns
- CP Capture Type: flop
- Post-CTS setup buffer count: 0
- Sequential area share after synthesis: 0.0660
- Yosys top cell by area: fa_1
- Met2 usage in global routing: 0.339
- Final-layout fill cell count: 2425
- Most flop-heavy register: P
- Vias in the first global route: 7565
- Crit-path slowest cell: clkdlybuf4s50_1
- CTS Sinks: 34
- CTS H-tree lvls: 2
- Clock-pin slew on the worst setup and hold paths: 0.06 ns
- Synth area leaders: fa_1, ha_1, inv_1, and2_1, nand2_1
- Fin crit period: 9.11 ns
- WL/cell: 14.8 um
- FP Core Util: 0.409
- Global-route usage over all layers: 0.195
- Top_reg_cell synth: dfxtp_1
- Req. time, crit path: 14.17 ns
- Die width: 163 um
- Synth warn: 1
-- kinds of logic after synthesis --
| kind of cell | share of synthesized area |
|---|---|
| compound gates | 0.0450 |
| xor+xnor | 0.0246 |
| fa+ha+maj | 0.565 |
| buf+inv | 0.119 |
| flops | 0.0660 |
| mux | 0.00194 |
| simple gates | 0.178 |
-- placed cells by master (no fill, tap or decap), drive strengths merged, types with 2 or more instances in the layout --
| cell | n |
|---|---|
| inv | 284 |
| fa | 224 |
| nand2 | 192 |
| and2 | 125 |
| ha | 108 |
| clkdlybuf4s50 | 68 |
| dfxtp | 34 |
| a21oi | 31 |
| nor2 | 25 |
| o21ai | 22 |
| xnor2 | 18 |
| nand3 | 12 |
| xor2 | 11 |
| clkbuf | 7 |
| a21o | 6 |
| nor3 | 4 |
| nand4 | 4 |
| nand2b | 4 |
| nor2b | 4 |
| a31oi | 4 |
| nor3b | 3 |
| buf | 3 |
| o21bai | 2 |
| o21a | 2 |
| nor4b | 2 |
| mux2i | 2 |
| o311ai | 2 |
-- final timing paths --
| check | to | slack (ns) |
|---|---|---|
| hold / removal | P[0] | 3.66 |
| setup / recovery | P[32] | 4.89 |
-- area by class of cell --
type	count	area [um^2]	area share
multi-input cells	820	8410	0.736
inverters	284	1070	0.0933
repair buffers	71	703	0.0616
flip-flops and latches	34	681	0.0596
well taps	330	413	0.0361
clock buffers	7	143	0.0125
clock inverters	1	5.00	0.000438
-- per-layer routing --
layer / part of all wire / vias up
met5: 0 / -
met4: 0.018 / 0
met3: 0.054 / 23
met2: 0.53 / 164
met1: 0.40 / 3750
li1: - / 3544
-- per-stage QoR --
stage / hold WS (ns) / setup WS, ns / std cells
2_1_floorplan: 2.92 / 5.64 / 1181
3_3_place_gp: 3.46 / 4.64 / 1539
4_1_cts: 3.65 / 4.91 / 1547
5_1_grt: 3.74 / 4.47 / 1547
6_report: 3.66 / 4.89 / 1547
3_5_place_dp: 3.46 / 4.62 / 1539
-- critical path, delay by kind of cell --
| kind | cells | cell delay [ns] |
|---|---|---|
| buffers and inverters | 5 | 1.03 |
| adder cells (fa/ha/maj) | 7 | 3.31 |
| AND/OR/NAND/NOR | 4 | 1.18 |
| AND-OR/OR-AND | 4 | 0.96 |
